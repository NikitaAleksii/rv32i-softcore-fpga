==> design/flow/design.v <==
module conflict_checker (
    input logic [31:0] R_instruction,
    input logic [31:0] W_instruction,
    output logic conflict
);
    logic [4:0] r_rs1, r_rs2;
    logic [6:0] w_opcode;
    logic [4:0] w_rd;
    assign r_rs1 = R_instruction[19:15];
    assign r_rs2 = R_instruction[24:20];
    assign w_opcode = W_instruction[6:0];
    assign w_rd = W_instruction[11:7];
    logic writeReg;
    assign writeReg = (w_opcode == 7'b0000011)  
                     |(w_opcode == 7'b0110011)  
                     |(w_opcode == 7'b0010011)  
                     |(w_opcode == 7'b0110111)  
                     |(w_opcode == 7'b0010111)  
                     |(w_opcode == 7'b1101111)  
                     |(w_opcode == 7'b1100111);  
    assign conflict = writeReg && (w_rd != 5'b0) && (w_rd == r_rs1 || w_rd == r_rs2);
endmodule
module forwarder(
    input logic [31:0] d_instruction,
    input logic [31:0] e_instruction,
    input logic [31:0] m_instruction,
    input logic [31:0] w_instruction,
    input logic [31:0] e_reg_write_data,
    input logic [31:0] m_reg_write_data,
    input logic [31:0] w_reg_write_data,
    input logic [31:0] w_load_data,
    input logic [31:0] d_rs1_data,
    input logic [31:0] d_rs2_data,
    input logic [31:0] e_rs1_data,
    input logic [31:0] e_rs2_data,
    input logic [31:0] d_Iimm,
    input logic [31:0] d_Simm,
    output logic conflict_de,
    output logic conflict_dm,
    output logic [31:0] d_forward_jumpr_target,
    output logic [31:0] d_forward_adjusted_load_addr,
    output logic [31:0] d_forward_adjusted_store_addr,
    output logic [31:0] d_forward_rs1_data,
    output logic [31:0] d_forward_rs2_data,
    output logic [31:0] e_forward_rs1_data,
    output logic [31:0] e_forward_rs2_data
);
    logic w_is_load;
    assign w_is_load = (w_instruction[6:0] == 7'b0000011);
    logic [31:0] w_forward_data;
    assign w_forward_data = w_is_load ? w_load_data : w_reg_write_data;
    conflict_checker de_register_checker_inst (
        .R_instruction(d_instruction),
        .W_instruction(e_instruction),
        .conflict(conflict_de)
    );
    conflict_checker dm_register_checker_inst (
        .R_instruction(d_instruction),
        .W_instruction(m_instruction),
        .conflict(conflict_dm)
    );
    logic conflict_dw;
    conflict_checker dw_register_checker_inst (
        .R_instruction(d_instruction),
        .W_instruction(w_instruction),
        .conflict(conflict_dw)
    );
    logic conflict_em;
    conflict_checker em_register_checker_inst (
        .R_instruction(e_instruction),
        .W_instruction(m_instruction),
        .conflict(conflict_em)
    );
    logic conflict_ew;
    conflict_checker ew_register_checker_inst (
        .R_instruction(e_instruction),
        .W_instruction(w_instruction),
        .conflict(conflict_ew)
    );
    always_comb begin
        if (conflict_de && d_instruction[19:15] == e_instruction[11:7]) begin
            d_forward_jumpr_target = (e_reg_write_data + d_Iimm) & ~32'd1;
            d_forward_adjusted_load_addr = e_reg_write_data + d_Iimm;
            d_forward_adjusted_store_addr = e_reg_write_data + d_Simm;
            d_forward_rs1_data = e_reg_write_data;
        end else if (conflict_dm && d_instruction[19:15] == m_instruction[11:7]) begin
            d_forward_jumpr_target = (m_reg_write_data + d_Iimm) & ~32'd1;
            d_forward_adjusted_load_addr = m_reg_write_data + d_Iimm;
            d_forward_adjusted_store_addr = m_reg_write_data + d_Simm;
            d_forward_rs1_data = m_reg_write_data;
        end else if (conflict_dw && d_instruction[19:15] == w_instruction[11:7]) begin
            d_forward_jumpr_target = (w_forward_data + d_Iimm) & ~32'd1;
            d_forward_adjusted_load_addr = w_forward_data + d_Iimm;
            d_forward_adjusted_store_addr = w_forward_data + d_Simm;
            d_forward_rs1_data = w_forward_data;
        end else begin
            d_forward_jumpr_target = (d_rs1_data + d_Iimm) & ~32'd1;
            d_forward_adjusted_load_addr = d_rs1_data + d_Iimm;
            d_forward_adjusted_store_addr = d_rs1_data + d_Simm;
            d_forward_rs1_data = d_rs1_data;
        end
        if (conflict_de && d_instruction[24:20] == e_instruction[11:7]) begin
            d_forward_rs2_data = e_reg_write_data;
        end else if (conflict_dm && d_instruction[24:20] == m_instruction[11:7]) begin
            d_forward_rs2_data = m_reg_write_data;
        end else if (conflict_dw && d_instruction[24:20] == w_instruction[11:7]) begin
            d_forward_rs2_data = w_forward_data;
        end else begin
            d_forward_rs2_data = d_rs2_data;
        end
        if (conflict_em && e_instruction[19:15] == m_instruction[11:7]) begin
            e_forward_rs1_data = m_reg_write_data;
        end else if (conflict_ew && e_instruction[19:15] == w_instruction[11:7]) begin
            e_forward_rs1_data = w_forward_data;
        end else begin
            e_forward_rs1_data = e_rs1_data;
        end
        if (conflict_em && e_instruction[24:20] == m_instruction[11:7]) begin
            e_forward_rs2_data = m_reg_write_data;
        end else if (conflict_ew && e_instruction[24:20] == w_instruction[11:7]) begin
            e_forward_rs2_data = w_forward_data;
        end else begin
            e_forward_rs2_data = e_rs2_data;
        end
    end   
endmodule
==> design/flow/run.sh <==
#!/bin/bash
# OpenROAD 26Q1-2900-gdf79404cd8, Yosys 0.63+post, stock flow scripts
make -C /OpenROAD-flow-scripts/flow DESIGN_CONFIG=/design/flow/config.mk WORK_HOME=/design/flow/orfs finish
==> design/flow/config.mk <==
export PLATFORM = sky130hd
export DESIGN_NAME = forwarder
export DESIGN_NICKNAME = forwarder
export VERILOG_FILES = /design/flow/design.v
export SDC_FILE = /design/flow/constraint.sdc
export NUM_CORES = 4
export LEC_CHECK = 1
export CORE_AREA = 10 10 281 281
export DIE_AREA = 0 0 291 291
==> design/flow/constraint.sdc <==
current_design forwarder

set clk_period 23.4
set clk_io_pct 0.2

create_clock -name clk0 -period $clk_period

set non_clock_inputs [all_inputs -no_clocks]
set_input_delay [expr $clk_period * $clk_io_pct] -clock clk0 $non_clock_inputs
set_output_delay [expr $clk_period * $clk_io_pct] -clock clk0 [all_outputs]
==> run notes <==
Implementation status.

- Sorting the synthesis cell report by count puts at the top sky130_fd_sc_hd__a21oi_1.
- OpenROAD reports that the post-layout worst path occupies 73.1% of the period.
- The post-cts sizing count is 0.
- The mapped cell area is 13100 sq um.
- The chip area from the yosys synthesis statistics is 13100 sq um.
- By instance count, the cell type seen most on the critical path is sky130_fd_sc_hd__a21oi_1.
- Looking at the max-slew report, the worst-margin pin has a slew of 906 ps.
- The synthesis run shows the most used standard cells to be 268 x sky130_fd_sc_hd__a21oi_1, 226 x sky130_fd_sc_hd__nand2_1, 222 x sky130_fd_sc_hd__nor2_1.
- Switching power as a fraction of the total was reported as a little under half.
- In this run the VDD rail shows a maximum IR drop of between 10 and 15 uV.
- By area the synthesized netlist is led by sky130_fd_sc_hd__ha_1 15%, sky130_fd_sc_hd__a21oi_1 10%, sky130_fd_sc_hd__o21ai_0 8.4%.
- The final count of negative-setup-slack endpoints is 0.
- After detailed routing, the average wire length per cell comes to ~23 um.
- The critical path endpoint has a required time of 18720 ps.
- According to the floorplan log, the row count is 99.
- The worst setup path is launched from an input pin.
- Per the detail_route report, the via count comes to 17187.
- For the finished layout, the period the worst path requires is roughly 17000 ps.
- For this design, Yosys synthesis ends with a cell count of roughly 2100.
- The combinational power share is 100.0%.
- The run finished with clean final reports.
- In this run the post-CTS setup repair buffer count came out at 0.
- The delay of the slowest critical-path stage is 780 ps.
- The relative area change from synthesis to final layout is 52.7%.
- The worst hold endpoint is e_forward_rs1_data[0].
- The utilization after layout is a little over a quarter.
- The first-pass GRT wire length is between 100000 and 150000 um.
- The number of sequential cells reported for the layout is 0.
- The pin count of the biggest net entering global routing is around 54.
- The script extracted a net switching power of 0.232 mW.
- The critical path's slowest cell is sky130_fd_sc_hd__nor3_4.
- Setup repair after global routing left no endpoint under its margin.
- Summed over its instances, the top area cell type makes up 14.8% of the synthesized netlist area.
- Global routing consumed, over all layers together, 18.5% of the routing resources.
- Before placement the cells fill between 15 and 20% of the core.
- The remaining max-slew budget at the tightest pin is 39.3%.
- Warnings reported by Yosys during synthesis add up to 1.
- The count of unique library cells instantiated by Yosys is around 75.
- The first-iteration detailed-routing DRC count is approximately 1100.
- According to the report, the first pass of detailed routing completed in 5 iterations.
- Counting the clock-network buffers in the layout gives 0.
- The proportion of layout cells with a drive suffix above 1 is roughly 3.1%.
- The final setup TNS is 0 ps.
- Per the final report, max-transition violations number 0.
- For the worst setup path, the data arrival time is 12420 ps.
- The HPWL after detailed placement is roughly 70000 um.
- Per the post-run analysis, buffers plus inverters along the critical path come to 4.
- Summed over all instances, the cell type with the most area after synthesis is sky130_fd_sc_hd__ha_1.
- The buffer_ports step reported a buffer count of ~600.
- Each instance of the synthesized netlist takes up on average 6.28 sq um.
- The launch instance of the worst min-delay path is e_rs1_data[0].
- The highest clock rate this design can be run at is 0.0585 GHz.
- The critical path is of the in -> out type.
- Per report_power, the clock group accounts for 0% of the total.
- The run reported a max-capacitance violation count of 0.
- The number of antenna violations at the first check in global routing is 21.
- The die is 291 um wide.
- The warning total across the stage logs is approximately 100.
- The die area is 84700 sq um.
- The share of the yosys chip area belonging to registers is 0%.
- STA classifies the critical path endpoint as a primary output.
- The worst hold path depth is 4.
- For reference, the critical path cell chain is clkdlybuf4s50_1 > or4_1 > nor2_1 > or4_1 > nor3_4 > buf_4 > nor2_1 > a211oi_1 > a21oi_1 > a21oi_1 > ha_1 > a21o_1 > a21oi_1 > o21ai_0 > buf_4 > nand3_1 > a31oi_1 > a31oi_1 > o211a_1 > nor3_1 > a221oi_1 > xor2_1 > clkdlybuf4s50_1.
- In the power breakdown, the internal column shows 0.261 mW.
- For this design the top-level I/O count stands at 674.
- The total congestion overflow is 0.
- The sequential cells in the finished layout cover a total of 0 sq um.
- The final-report hold violation count is 0.
- The routed layout reports a DRC error count of 0.
- The family with the most delay on the worst path is AND-OR/OR-AND gates.
- Note that the worst hold path type here is in -> out.
- The routed wire length is about 82000 um.
- At the end of routability-driven placement, the weighted congestion stood at 0.954.
- The share of total power in sequential cells is 0%.
- According to the floorplan report, the die height is approximately 290 um.
- Total power normalized to cell area comes to about 25 nW/um^2.
- The count of nets left with antenna violations once routing finished came out at 0.
- The post-cts hold buffer count is 0.
- The number of global-route vias before repair is approximately 17000.
- The core area is 72800 sq um.
- The instance tally after logic synthesis is approximately 2100.
- STA lists the maximum fanout along the critical path as between 50 and 60.
- Using the TritonRoute via totals, the vias-per-cell ratio works out to 4.84.
- The leakage power total is 7.68 nW.
[metal layers]
metal,part of all wire (%),up-vias,GRT usage (%)
met5,0.24,-,0
met4,1.3,32,2.15
met3,6.8,81,4.22
met2,48,558,31.6
met1,44,7871,24.2
li1,-,8645,-
[cells in the final DEF (no fill, tap or decap), drive strengths merged, types with 7 or more instances in the layout]
cell,n
clkdlybuf4s50,601
nand2,226
a21oi,268
o31ai,7
or3,7
and2,12
a211o,13
nor4,9
nor3,26
nand2b,12
o211ai,29
nor2,222
xor2,75
a21o,72
and3,23
mux2i,35
ha,155
nand3,32
o21bai,13
xnor2,102
o21ai,235
a211oi,90
a31oi,30
o2111ai,7
nand4,18
buf,49
o21a,25
inv,66
nor2b,18
[cell families after synthesis]
group | Yosys count | synth area share (%)
xor gates and xnor gates | 177 | 11.8
AOI/OAI and AO/OA | 856 | 40.1
other | 1 | 0.0286
buffers and inverters | 219 | 7.54
adders and majority gates | 160 | 15.6
and+or+nand+nor | 637 | 22.1
muxes | 37 | 2.85
[layout make-up]
cell class,count,area (sq um)
timing repair buffer,650,6380
antenna,5,12.5
tap,959,1200
multi-input combinational,1868,12200
fill,8081,52800
inverter,66,248
[power by group through the flow]
stage	Combinational [mW]	Clock, mW	Sequential [mW]
4_1_cts	0.496	0	0
5_1_grt	0.539	0.0000000172	0
6_report	0.493	0.0000000287	0
[through the flow]
step,hold slack [ps],power [mW],cells,instance area (sq um),setup WS [ps]
after floorplan,9410,0.245,2087,13100,9690
after global placement,10360,0.493,3543,20000,6300
after detailed placement,10360,0.491,3543,20000,6310
after CTS,10360,0.496,3543,20000,6280
after global routing,10400,0.539,3546,20000,5840
final,10360,0.493,3548,20000,6300
[how the worst max path moves through the flow]
stage                 slack [ps]  depth (start not counted)                           endpoint               from
after CTS                   6280                         23  d_forward_adjusted_store_addr[30]  w_instruction[11]
final                       6300                         23  d_forward_adjusted_store_addr[31]  w_instruction[11]
after global routing        5840                         23  d_forward_adjusted_store_addr[31]  w_instruction[10]
Power and IR drop assume default switching activity.
